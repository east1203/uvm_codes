### run.sh
#!/bin/bash
# OpenROAD 26Q1-2900-gdf79404cd8, Yosys 0.63+post, stock flow scripts
make -C /OpenROAD-flow-scripts/flow DESIGN_CONFIG=/design/flow/config.mk WORK_HOME=/design/flow/orfs finish
### design.v
 module watchdog(
          input clk,
          input rst_,
          input flag,  
          input [1:0] mode,  
          input update,  
          input [31:0]  StartValue,  
          output timeout,  
          output intr   
 );
wire enable;
reg timeout_r;
reg intr_r;
reg [31:0]  count;
reg [1:0] count_int;  
reg modesel; 
assign timeout  = timeout_r;
assign intr      = intr_r;
assign enable = mode[1];
always@(posedge clk or negedge rst_) begin
  if(rst_ == 1'b0) begin
    timeout_r <=  1'b0;
    intr_r     <=  1'b0;
    count     <=  32'hffffffff;
    count_int <=  2'b0;
    modesel   <=  1'b0;
  end
  else if(modesel != mode[0]) begin 
    modesel <=  mode[0];
    timeout_r <=  1'b0;
    intr_r     <=  1'b0;
    count     <=  StartValue;
  end
  else if(flag == 1'b1) begin  
    count <=  StartValue;
    count_int <=  2'b0;
    intr_r     <=  1'b0;
  end
  else if(update) begin
    count <=  StartValue;
  end  
  else if(enable==1'b1) begin  
    if(count  ==  32'b0) begin  
      count <= StartValue;
      case(modesel)
        1'b0: begin
          timeout_r <=  1'b1;
          count_int <=  2'b0;
        end
        1'b1: begin  
          if(count_int  == 1'b1) begin
            timeout_r <=  1'b1;
            intr_r     <=  1'b0;
          end
          else if(count_int == 1'b0) begin
            count_int <= count_int + 1'b1;  
            intr_r     <=  1'b1;
          end
        end
      endcase
    end
    else begin
      count <= count - 1'b1;  
      timeout_r <=  1'b0;
    end
  end
  else count <= count; 
end
 endmodule
 module wd_apb(
          input pclk,
          input prst_,
          input pwrite,  
          input psel,
          input penable,
          input   [7:0] paddr,
          input   [31:0] pwdata,
          output  [31:0] prdata,
          output  flag,  
          output  [1:0] mode,
          output  update, 
          output  [31:0]  StartValue  
 );
 reg  [1:0]   mode_r;
 reg          flag_r;
 reg          update_r;
 reg  [31:0]  StartValue_r;
 reg  [31:0]  prdata_r;
 assign flag        = flag_r;
 assign update      = update_r;
 assign mode        = mode_r;
 assign StartValue  = StartValue_r;
 assign prdata      = prdata_r;
 always@(posedge pclk or negedge prst_) begin
   if(prst_ == 1'b0) begin
      flag_r        <=  1'h0;
      update_r      <=  1'h0;
      mode_r        <=  2'b10;  
      StartValue_r  <=  32'hffffffff;     
   end
   else if(psel && penable && pwrite) begin
       case(paddr)
         8'h00: begin
           StartValue_r  <=  pwdata[31:0];
           update_r       <=  1'b1;
         end
         8'h08: begin
           flag_r         <=  1'b1;
         end
         8'h10: begin
           mode_r         <=  pwdata[1:0];
         end
         default: begin
           flag_r         <=  1'b0;
           update_r       <=  1'b0;
         end
       endcase
   end
   else begin
     flag_r     <=  1'b0;
     update_r   <=  1'b0;
   end
 end
 always@(posedge pclk or negedge prst_) begin
   if(prst_ == 1'b0) begin
     prdata_r <=  32'b0;
   end
   else if(psel && penable && (!pwrite)) begin
    case(paddr)
     8'h00: prdata_r        <= StartValue;
     8'h10      : prdata_r        <=  {30'b0,mode} ;
     default:
       prdata_r <=  32'b0;
   endcase
 end
 end
 endmodule
 module wd_top( input pclk,
                input prst_,
                input pwrite,
                input psel,
                input penable,
                input   [7:0]   paddr,
                input   [31:0]   pwdata,
                output  [31:0]   prdata,
                output          timeout,
                output          intr
              );
wire  [31:0]  StartValue;
wire  [1:0]   mode;
wire  flag;
wire  update;
wd_apb wd_apb(  .pclk(pclk),
                .prst_(prst_),
                .pwrite(pwrite),
                .psel(psel),
                .penable(penable),
                .paddr(paddr),
                .pwdata(pwdata),
                .prdata(prdata),
                .flag(flag),
                .mode(mode),
                .update(update),
                .StartValue(StartValue)
);            
watchdog wd(  .clk(pclk),
              .rst_(prst_),
              .flag(flag),
              .mode(mode),
              .update(update),
              .StartValue(StartValue),
              .timeout(timeout),
              .intr(intr)
);
 endmodule
### constraint.sdc
current_design wd_top

set clk_period 7.8
set clk_io_pct 0.2

create_clock -name clk0 -period $clk_period [get_ports {pclk}]

set non_clock_inputs [all_inputs -no_clocks]
set_input_delay [expr $clk_period * $clk_io_pct] -clock clk0 $non_clock_inputs
set_output_delay [expr $clk_period * $clk_io_pct] -clock clk0 [all_outputs]
### config.mk
export PLATFORM = sky130hd
export DESIGN_NAME = wd_top
export DESIGN_NICKNAME = wd_top
export VERILOG_FILES = /design/flow/design.v
export SDC_FILE = /design/flow/constraint.sdc
export NUM_CORES = 4
export LEC_CHECK = 1
export CORE_UTILIZATION = 30
==> run notes <==
flow finished, numbers: Layout area overhead=25.2%, Max Freq=0.288 GHz, Mapped Area=5250 um2, Leak=2.60 nW, Synth Flop Type=dfstp_2, Final Setup Violations=0, DR vias/cell=5.28, mean post-synth cell area=10.6 um2, post-DR wirelength/cell=17.4 um, Yosys cell types=54, Worst Max-Slew Pin Slew=0.811 ns, GRT Util Overall=0.163, Area leader share=0.325, clock-pin slew on the worst setup and hold paths=0.06 ns, placement-stage cell area=6260 um2, grt met2 use=0.253, chip height=134 um, Worst EP arrival=3.75 ns, Slew Limit Fails=0, met1 Resource Use GR=0.251, CP Launch Type=input port, die area=18,000 um2, Ys Warns=2, CTS Buffer Depth=2, hold crit path type=register to register, Seq/Total Area, Yosys=0.516, global route overflow=0, CP Max Fanout=17, status=finished clean, Slew HR=0.458, Crit Path Class=input port to register, share of cells above drive strength 1=0.240, IO Count=79, flip-flops with a built-in enable=0, top cells, area=dfstp_2 (33%), dfrtp_1 (19%), mux2_2 (7.3%), a22o_1 (5.2%), nor2_1 (2.9%), R2R Path End=wd.count[14]$_DFFE_PN1P_, DRT Pass-1 Iters=6, Reg-to-Reg Start=wd.count[10]$_DFFE_PN1P_, first-pass GRT wire length=22.5 mm, vias in the first global route=4,153, CP startpoint=paddr[2], top-count cell post-synth=dfstp_2, flops & latches, synth=105, largest net degree at the start of global routing=59, TritonCTS Sinks=105, reg2reg setup slack=4.38 ns, Setup crit end=wd_apb.StartValue_r[1]$_DFFE_PN1P_, die width=134 um, # rows=48, ys cells=493, CP Capture Type=register, PwrDens=227 nW/um2, total number of vias=4,176, hold_buf cts=0, Max VDD drop=0.103 mV, cell depth of the worst flop-to-flop path=6, FFs w/ async S/R, synth=1.00, tool warnings=28, Top Usage Layer GRT=met2, post-route antenna net violation count=0, I/O Buffers=78, clk latency late pin=0.36 ns, Root Buffer=clkbuf_16, DRC viols=0, post-layout instance area=6570 um2, Resize count post-CTS=0, Yosys top cell by area=dfstp_2, Routability Congestion=0.905, post-CTS setup buffer count=0, crit path DRT=8.08 ns, top cells by count=dfstp_2 (65), nor2_1 (41), dfrtp_1 (40), first-iteration detailed-routing DRC count=205, Fin. Hold Viols=0, total CTS buffers=9, Max Cap Viol=0, minimum clock period=3.48 ns, Final Cycle Share=0.446, synthesis area per yosys=5250 um2, Synth Instances=493, Layout Skew=0.0122 ns, met3 GRT Util=0.0262, hpwl dp=9.32 mm, final WL=13.8 mm, Core Region=17,200 um2, RSZ-0062 raised after global routing=false, initial antenna violation count=0, setup TNS=0 ns, Antenna diodes=0, initial core utilization=0.306, TritonCTS clock tree=done, Clock H-tree levels=3
[critical path, cell delays in order]
cell             delay [ns]
clkdlybuf4s50_1        0.39
or4_1                  0.52
nor3_1                 0.21
nand4_1                0.22
nor3_2                 0.18
buf_4                  0.29
mux2_2                 0.37
[placed cells by master (no fill, tap or decap), drive strengths merged, types with 7 or more instances in the layout]
cell type,n
a211oi,11
a21oi,22
a22o,31
buf,10
clkbuf,11
clkdlybuf4s50,77
dfrtp,40
dfstp,65
inv,12
mux2,35
nand2,29
nand3,29
nand4,11
nor2,42
nor3,11
nor4,16
o21ai,24
or3,7
or4,14
[worst min-delay path by stage]
stage                                  startpoint                             end  slack (ns)  cells after the start
finish             wd_apb.prdata_r[0]$_DFFE_PN0P_  wd_apb.prdata_r[0]$_DFFE_PN0P_        0.49                      2
CTS                wd_apb.prdata_r[0]$_DFFE_PN0P_  wd_apb.prdata_r[0]$_DFFE_PN0P_        0.49                      2
global route  wd_apb.StartValue_r[29]$_DFFE_PN1P_        wd.count[29]$_DFFE_PN1P_        0.51                      1
[flip-flops by register name, indices dropped and copies added (netlist names)]
name,count
wd_apb.StartValue_r,32
wd.count,32
wd.count_int,2
wd_apb.prdata_r,32
wd_apb.update_r,1
wd.timeout_r,1
wd.intr_r,1
wd_apb.mode_r,2
wd_apb.flag_r,1
wd.modesel,1
[metrics by stage]
step | setup WS [ns] | total power, mW | hold WS, ns | instances | utilization
after global placement | 3.99 | 1.01 | 0.469 | 775 | 0.364
after CTS | 4.33 | 1.51 | 0.495 | 791 | 0.383
final | 4.32 | 1.49 | 0.487 | 791 | 0.383
after global routing | 4.21 | 1.57 | 0.507 | 791 | 0.383
after detailed placement | 3.95 | 1.02 | 0.480 | 775 | 0.364
after floorplan | 4.20 | 0.915 | 0.426 | 493 | -
[routing by layer]
| layer | vias up | share of wire |
|---|---|---|
| met5 | - | 0 |
| met3 | 13 | 0.046 |
| met1 | 2066 | 0.48 |
| met4 | 0 | 0.015 |
| met2 | 89 | 0.46 |
| li1 | 2008 | - |
[cell families after synthesis]
logic type	share of synthesized area
buffers and inverters	0.0319
AND-OR/OR-AND	0.172
multiplexers	0.0834
flip-flops	0.516
adder cells (fa/ha/maj)	0.0143
AND/OR/NAND/NOR	0.182
[final cells by class]
type | count | area, um2
fill | 1686 | 10600
tap | 225 | 282
timing repair buffer | 87 | 846
clock inverter | 5 | 60.1
sequential | 105 | 2710
inverter | 10 | 37.5
multi-input combinational | 348 | 2390
clock buffer | 11 | 253
[power breakdown]
part	switching (mW)	internal [mW]	leakage, nW	total [mW]
Clock	0.213	0.268	0.153	0.482
Sequential	0.0683	0.631	1.23	0.700
Combinational	0.189	0.125	1.22	0.314
Power is estimated from default activity; no workload was simulated.
